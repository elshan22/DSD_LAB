[design/flow/design.v]
`timescale 1ns / 1ps
module data_mem #(parameter DATA_WIDTH = 8, MEMORY_SIZE = 64)
					  (input clk,
						input [$clog2(MEMORY_SIZE)-1:0] write_addr, read_addr,
						input [DATA_WIDTH-1:0] write_data,
						input write,
						input read,
						input reset,
						output [DATA_WIDTH-1:0] read_data);
	 reg [DATA_WIDTH-1:0] mem [MEMORY_SIZE-1:0];
	 integer i;
	 always @(posedge clk or negedge reset) begin
		if (!reset) begin
			for (i = 0 ; i < MEMORY_SIZE; i=i+1)
				mem[i] = 0;
		end else begin
			if (write) mem[write_addr] = write_data;
			if (read) read_data = mem[read_addr];
		end
	 end
endmodule
[design/flow/run.sh]
#!/bin/bash
# OpenROAD 26Q1-2900-gdf79404cd8, Yosys 0.63+post, stock flow scripts
make -C /OpenROAD-flow-scripts/flow DESIGN_CONFIG=/design/flow/config.mk WORK_HOME=/design/flow/orfs finish
[design/flow/config.mk]
export PLATFORM = sky130hd
export DESIGN_NAME = data_mem
export DESIGN_NICKNAME = data_mem
export VERILOG_FILES = /design/flow/design.v
export SDC_FILE = /design/flow/constraint.sdc
export NUM_CORES = 4
export LEC_CHECK = 1
export CORE_UTILIZATION = 30
[design/flow/constraint.sdc]
current_design data_mem

set clk_period 2.8
set clk_io_pct 0.2

create_clock -name clk0 -period $clk_period [get_ports {clk}]

set non_clock_inputs [all_inputs -no_clocks]
set_input_delay [expr $clk_period * $clk_io_pct] -clock clk0 $non_clock_inputs
set_output_delay [expr $clk_period * $clk_io_pct] -clock clk0 [all_outputs]
==> flow_metrics.env <==
# implementation run metrics
export IMPL_topCellsByArea="sky130_fd_sc_hd__dfrtp_1 50%, sky130_fd_sc_hd__mux2_2 13%, sky130_fd_sc_hd__nand2_1 4.8%"
export IMPL_gp_congestion=1.07
export IMPL_port_buffers=31
export IMPL_finalMaxSlewViolations=0
export IMPL_grt_pass1_wl_microns=181000
export IMPL_total_power_mw=20.5
export IMPL_yosys_stat_cells=2507
export IMPL_type_of_element_launching_the_critical_path="primary input"
export IMPL_count_of_vias_placed_by_the_detailed_router=25400
export IMPL_tool_warnings=28
export IMPL_required_ps=3190
export IMPL_drt_wirelength_per_cell_microns=28.1
export IMPL_synth_seq_area_share=0.513
export IMPL_yosys_area_top_type="sky130_fd_sc_hd__dfrtp_1"
export IMPL_instances_no_fill=4536
export IMPL_hold_path_class="primary input to flip-flop"
export IMPL_finalSetupViolCount=8
export IMPL_ctsHtreeMaxLevel=2
export IMPL_setup_reg_to_reg_worst_slack_ps=210
export IMPL_peakVddDrop_mv=0.604
export IMPL_die_w_microns=293
export IMPL_power_density_nw_per_um2=528
export IMPL_setup_slack_ps=-228
export IMPL_grt_pass1_vias=25000
export IMPL_clock_skew_ps=22.2
export IMPL_overflow=0
export IMPL_number_of_storage_elements_in_the_synthesis_netlist=520
export IMPL_endpoint_kind="flip-flop"
export IMPL_detail_route_wirelength_microns=127000
export IMPL_setup_worst_path_class="primary input to flip-flop"
export IMPL_initCoreUtil=0.304
export IMPL_detail_route_vias_per_cell=5.60
export IMPL_yosys_cell_types_count=75
export IMPL_cts_buffers_inserted=56
export IMPL_max_freq_mhz=330
export IMPL_clock_tree_buffer_depth=3
export IMPL_count_of_endpoints_failing_hold_in_the_final_timing_report=0
export IMPL_worstSetupStartpoint="write_addr[2]"
export IMPL_chip_area_sq_um=86100
export IMPL_clkTransAtPathRegs_ps=70
export IMPL_drt_iter0_drc=2259
export IMPL_critical_path_endpoint="read_data[0]$_DFFE_PP_"
export IMPL_sequential_power_share=0.432
export IMPL_min_period_over_period=1.08
export IMPL_timing_rr_start="mem[26][0]$_DFF_PN0_"
export IMPL_unrepaired_setup_endpoints_after_global_routing="yes"
export IMPL_power_switching_mw=5.57
export IMPL_yosysChipArea_sq_um=25500
export IMPL_detail_route_antenna_diodes=0
export IMPL_power_static_leakage_nw=18.1
export IMPL_timing_final_crit_period_ps=3030
export IMPL_power_frac_clock=0.394
export IMPL_syn_area_sq_um=25500
export IMPL_flop_cell="sky130_fd_sc_hd__dfrtp_1"
export IMPL_grt_total_usage=0.305
export IMPL_post_dp_hpwl_microns=95100
export IMPL_cts_sinks=520
export IMPL_critical_path_peak_fanout=5
export IMPL_postRouteAntennaNets=0
export IMPL_top_level_ports=32
export IMPL_fillCellCount=7576
export IMPL_enable_flop_cells=8
export IMPL_switching_share=0.272
export IMPL_transition_time_of_the_tightest_slew_check_pin_ps=907
export IMPL_area_growth_pct=52.4
export IMPL_drc_violations_left=0
export IMPL_timing_reg2reg_worst_path_depth=8
export IMPL_top_cell_area_share=0.503
export IMPL_maxCapViolCount=0
export IMPL_comb_power_share=0.175
export IMPL_cts_root_buf="sky130_fd_sc_hd__clkbuf_16"
export IMPL_asyncSetResetFlopFracSynth=0.985
export IMPL_cts_tree="yes"
export IMPL_p_int_mw=14.9
export IMPL_cp_data_arrival_time_ps=3420
export IMPL_first_pass_iters=5
export IMPL_synthesis_yosys_warnings=3
export IMPL_worst_skew_pair_late_latency_ps=630
export IMPL_status="finished with violations"
export IMPL_die_span_y_microns=293
export IMPL_worst_r2r_endpoint="read_data[0]$_DFFE_PP_"
export IMPL_grt_max_degree=94
export IMPL_placementRows=106
export IMPL_violations="negative setup slack"
export IMPL_worst_slew_margin_rel=0.393
export IMPL_placeableCoreArea_sq_um=83800
export IMPL_drive_above_1_share=0.480
export IMPL_syn_mean_instance_area_sq_um=10.2
export IMPL_post_place_cells=4359
export IMPL_post_synth_inst_count=2507
export IMPL_antenna_violations_before_repair=1
[timing repair]
action                     CTS  global route
pin swaps                   60            55
hold endpoints to repair    28             0
resized                    327           199
gates cloned                 6             4
buffers inserted            37            27
setup endpoints to repair    8             8
hold buffers                 1             0
[power groups by stage]
stage	combinational (mW)	clock, mW	sequential [mW]
after global routing	3.82	8.41	8.95
after CTS	3.37	8.14	8.83
final	3.58	8.06	8.84
[state kept, by name, indices dropped and copies added (netlist names)]
name	count
mem	512
read_data	8
[stage by stage]
step / utilization / worst slack [ps] / hold slack (ps) / setup TNS (ps) / instance area, sq um
after floorplan: - / -334 / 264 / -1620 / 25800
after global placement: 0.407 / -2030 / 466 / -18550 / 34100
after detailed placement: 0.407 / -1920 / 469 / -17810 / 34100
after CTS: 0.450 / -144 / 355 / -843 / 37700
after global routing: 0.463 / -249 / 360 / -1200 / 38800
final: 0.463 / -228 / 337 / -1000 / 38800
[critical path: stages]
cell and delay (ps):
sky130_fd_sc_hd__buf_6 120, sky130_fd_sc_hd__buf_12 130, sky130_fd_sc_hd__or3b_4 450, sky130_fd_sc_hd__buf_6 140
sky130_fd_sc_hd__nor2_4 120, sky130_fd_sc_hd__mux2_4 330, sky130_fd_sc_hd__a2111oi_4 470, sky130_fd_sc_hd__nand4_1 160
sky130_fd_sc_hd__or4_4 590, sky130_fd_sc_hd__o32a_1 350
[cells in the final DEF, fill, tap and decap left out, drive strengths merged, types with 9 or more instances in the layout]
master           n
buf            980
dfrtp          512
nand2          332
mux2           285
nand3          246
o21ai          230
a21oi          215
clkbuf          84
a2111oi         74
nor2            71
a22oi           37
nand4           30
a32oi           16
a221oi          16
inv             14
a22o            14
clkinv          14
nor4            14
nand4b          13
mux2i           13
a211oi          11
nand3b          10
and4b           10
nor4bb          10
clkdlybuf4s50    9
nand4bb          9
o2111ai          9
[worst min-delay path by stage]
stage | startpoint | endpoint | depth (start not counted)
after CTS | write_data[5] | mem[33][5]$_DFF_PN0_ | 3
after global routing | write_addr[1] | mem[16][0]$_DFF_PN0_ | 4
final | write_data[0] | mem[13][0]$_DFF_PN0_ | 3
[kinds of logic (layout without fill, tap and decap cells)]
kind of cell           Yosys count  in the layout  share of synthesized area
and+or+nand+nor                817            817                      0.164
muxes                          298            298                      0.131
buffers and inverters          225           1120                     0.0367
DFF                            520            520                      0.513
AOI/OAI and AO/OA              647            647                      0.155
[synthesized netlist by cell type, drive strengths merged (5+ instances only)]
cell,n
a221oi,16
a32oi,16
nand3,246
a211oi,11
o21ai,230
a31oi,5
nor2,71
a2111oi,74
nand4,30
buf,52
and4bb,6
and2,8
nand2,332
a21oi,215
a22oi,37
or4b,5
and3,5
clkbuf,158
nand3b,10
nand4bb,9
nor4b,8
and4b,10
mux2,285
nor4,14
edfxtp,8
nor4bb,10
o2111ai,9
nand4b,13
a22o,14
inv,15
dfrtp,512
and3b,7
mux2i,13
nand2b,6
nor2b,8
[per-layer routing]
layer / vias up / share of wire / global-route usage
li1: 11000 / - / -
met1: 12800 / 0.40 / 0.424
met2: 1330 / 0.41 / 0.421
met4: 2 / 0.055 / 0.126
met3: 319 / 0.13 / 0.135
met5: - / 0.00010 / 0
[cell type report]
class / count / area, sq um / area share
clock buffers: 78 / 1650 / 0.0424
clock inverters: 25 / 322 / 0.00829
inverters: 15 / 60.1 / 0.00155
multi-input cells: 1762 / 13400 / 0.345
flip-flops and latches: 520 / 13100 / 0.336
well taps: 1134 / 1420 / 0.0366
repair buffers: 1002 / 8900 / 0.229
