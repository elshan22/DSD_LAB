--- flow/design.v ---
`timescale 1ns / 1ps
module Comparator #(parameter WORD_WIDTH = 8)
						 (input [2*WORD_WIDTH-1: 0] A, B,
						 input enable,
						  output reg equal);
	integer i;
	always @(posedge enable) begin
			equal = 1'b1;
			for (i = 0; i < WORD_WIDTH; i=i+1)
				equal = equal & (!A[WORD_WIDTH + i] || !B[WORD_WIDTH + i] || A[i] == B[i]);
	end
endmodule
`timescale 1ns / 1ps
module TCAM #(parameter WORD_WIDTH = 16, parameter MEMORY_SIZE = 32)
				 (input [WORD_WIDTH-1: 0] A, K,
				  input [$clog2(MEMORY_SIZE)-1: 0] write_addr,
				  input read, write, reset, clk,
				  output [MEMORY_SIZE-1: 0] matched);
	reg [2*WORD_WIDTH-1: 0] memory [MEMORY_SIZE-1: 0];
	reg enable;
	genvar i;
	integer j;
	generate
		for (i = 0 ; i < MEMORY_SIZE; i=i+1)
			Comparator #(.WORD_WIDTH(WORD_WIDTH)) comparator (memory[i], {K, A}, enable, matched[i]);
	endgenerate
	always @(posedge clk or negedge reset) begin
		if (!reset) begin
			enable = 1'b0;
			for (j = 0; j < MEMORY_SIZE; j=j+1)
				memory[j] = {{WORD_WIDTH{1'b1}}, {WORD_WIDTH{1'b0}}};
		end else if (read)	enable = 1'b1;
			 else if (write)	begin
				memory[write_addr] = {K, A};
				enable = 1'b0;
			 end
	end
endmodule 
--- flow/run.sh ---
#!/bin/bash
# OpenROAD 26Q1-2900-gdf79404cd8, Yosys 0.63+post, stock flow scripts
make -C /OpenROAD-flow-scripts/flow DESIGN_CONFIG=/design/flow/config.mk WORK_HOME=/design/flow/orfs finish
--- flow/config.mk ---
export PLATFORM = sky130hd
export DESIGN_NAME = TCAM
export DESIGN_NICKNAME = TCAM
export VERILOG_FILES = /design/flow/design.v
export SDC_FILE = /design/flow/constraint.sdc
export NUM_CORES = 4
export LEC_CHECK = 1
export CORE_UTILIZATION = 50
--- flow/constraint.sdc ---
current_design TCAM

set clk_period 1.4
set clk_io_pct 0.2

create_clock -name clk0 -period $clk_period [get_ports {clk}]

set non_clock_inputs [all_inputs -no_clocks]
set_input_delay [expr $clk_period * $clk_io_pct] -clock clk0 $non_clock_inputs
set_output_delay [expr $clk_period * $clk_io_pct] -clock clk0 [all_outputs]
==> job_summary.md <==
## Implementation flow summary

| Metric | Value |
|---|---|
| Number of iterations in the first detailed-routing pass | 5 |
| P_int | approximately 59 mW |
| Site row count | about 110 |
| Run status | finished clean |
| Iteration-0 DRC Markers | between 1000 and 1500 |
| DRC | 0 |
| Cycle use final | between 90 and 100% |
| Std-Cell Core Area | between 0.09 and 0.1 mm2 |
| Die Wd | about 310 um |
| CTS buffer count | roughly 110 |
| Via/cell ratio | 5.676 |
| Pleak | between 20 and 30 nW |
| CP Data Arrival Time | roughly 2.0 ns |
| Via Count | 29010 |
| HP Class | in2reg |
| Fin worst setup slack | ~0.0046 ns |
| Critical path fanouts, max | 8 |
| Endpoints left unconstrained | 64 |
| Sw Share | between 20% and 30% |
| Final-report hold violation count | 0 |
| H-tree levels | 3 |
| Synth cell types | 27 |
| Slew HR | between 40% and 50% |
| Die ar. | 0.09842 mm2 |
| Switching power | 19.25 mW |
| Vias in the first global route | just over 30000 |
| # fillers | approximately 7100 |
| Layout cells sized above 1 | 51.90% |
| Post-synth seq share | 55.43% |
| Area delta synth->final | 18.21% |
| Mean post-synth cell area | 13.24 um2 |
| Reg area | approximately 0.027 mm2 |
| Fmax achieved | about 700 MHz |
| Routability Congestion | about 0.86 |
| Tool warnings | 28 |
| WL/cell | around 24 um |
| Crit. End Element | flip-flop |
| Grt total ovfl | 0 |
| Cell count after synthesis | 3670 |
| Syn. warnings | 4 |
| TritonCTS clock tree | done |
| Final Setup Violations | 0 |
| Period minus WS final | about 1.4 ns |
| CP Launch Type | input pin |
| Share of total power in the clock network | 39.0% |
| Pre-Place Util | 50.83% |
| CTS root buf | clkbuf_16 |
| Dpl hpwl | between 70000 and 80000 um |
| Worst-path clk slew | 0.05 ns |
| PortBufs | a little over 70 |
| Dpl ws | -1.158 ns |
| Syn Std Cell Area | just under 0.05 mm2 |
| Die height | 313.7 um |
| Register pins left without a clock | 32 |
| DP Area | approximately 0.053 mm2 |
| Post-synth regs | between 1000 and 1500 |
| Area leader, netlist | dfstp_2 |
| Clock skew | 0 ns |
| Initial antenna violation count | 7 |
| Gr usage total | 27.46% |
| Post-synth area hogs | dfstp_2 (28%), dfrtp_1 (26%), mux2_2 (23%) |
| Gate Area | about 0.021 mm2 |
| Pwr dens | approximately 1400 mW/mm2 |
| Logic pwr share | a little over an eighth |
| # Cells Yosys | between 3000 and 4000 |
| Finished layout cell area | approximately 0.057 mm2 |
| RSZ-0062 raised after global routing | false |
| CP Data Required Time | about 2.0 ns |
| Clock latency (worst-skew pair) | 0.67 ns |
| Chip Area, Yosys | just under 0.05 mm2 |
| WL final | between 100000 and 150000 um |
| Fin. max-slew vios | 0 |
| Max VDD drop | 0.001078 V |
| Flop pwr share | a little under half |
| Max cap viols | 0 |
| Post-route ant nets | 0 |
| Min Hold Slack | a little over 0.03 ns |
| Total power | 78.67 mW |
| Largest net degree at the start of global routing | 78 |
| Max-area cell share | ~28% |
| Worst-Margin Slew | 0.8482 ns |
| Clock Path Buffers | 3 |
| IO Count | 73 |
| CP Class | in2reg |
| Global-route wire length before repair | 192500 um |
-- critical path, cell delays in order --
cell     delay (ns)
buf_2          0.11
buf_6          0.11
nor3b_4        0.31
buf_6          0.16
buf_4          0.13
nand2_8        0.09
nor2_4         0.17
buf_6          0.16
buf_16         0.13
mux2_2         0.33
-- Yosys cell counts --
master,count
nor3b_1,3
a21o_1,1
dfrtp_1,513
buf_4,76
mux2_1,36
nor2_1,4
and2_1,2
nor2_2,10
nand3b_1,4
nand2b_1,1
xor2_1,512
dfxtp_1,32
nand3_1,513
or2_2,1
nor4_1,32
buf_2,113
nor3b_2,1
buf_1,15
nor2_4,4
nand4_1,128
dfstp_2,512
inv_1,2
mux2_2,988
nor3_1,1
nand2_1,18
clkbuf_1,145
buf_6,3
-- per-layer routing --
| layer | wire length (um) | GRT usage (%) |
|---|---|---|
| met5 | 45 | 0.8704 |
| met4 | 2409 | 4.579 |
| met3 | 9177 | 8.875 |
| met2 | 56940 | 40.52 |
| met1 | 54730 | 42.58 |
-- kinds of logic after synthesis --
family,share of synthesized area [%]
AND/OR/NAND/NOR,7.932
XOR/XNOR,9.230
multiplexers,23.73
buffers and inverters,3.659
AND-OR/OR-AND,0.01546
flip-flops,55.43
-- cell type report --
type,count,share of cell area [%]
Clock buffer,163,5.708
Clock inverter,44,1.037
Inverter,2,0.01307
Antenna cell,6,0.02614
Tap cell,1265,2.756
Timing Repair Buffer,315,7.704
Sequential cell,1057,46.89
Multi-Input combinational cell,2259,35.86
-- final timing paths --
check,start,endpoint,slack [ns],cells past startpoint
max,read,memory[10][17],0.005,10
min,A[2],memory[26][2],0.03,2
max reg2reg,memory[14][12],memory[14][12],0.60,1
min reg2reg,memory[15][12],memory[15][12],0.51,1
max in group asynchronous,reset,memory[30][25],0.06,6
min in group asynchronous,reset,memory[22][12],0.47,5
-- cells in the final DEF (no fill, tap or decap), drive strengths merged, types with 6 or more instances in the layout --
cell type	count
clkbuf	165
nand3	513
nor4	32
diode	6
dfrtp	513
nor2	18
dlygate4sd3	6
clkdlybuf4s50	32
inv	6
mux2	1024
clkinv	22
dfstp	512
nand2	18
bufinv	14
dfxtp	32
nand4	128
buf	269
xor2	512
-- sequential cells by signal, summed over array words and instances (netlist names) --
name and cells:
genblk1.comparator.equal 32, memory 1024, enable 1
-- through the flow --
step           cells  utilization, %  setup TNS [ns]
2_1_floorplan   3670               -          -49.87
3_3_place_gp    4861           55.28         -922.10
3_5_place_dp    4861           55.28         -923.94
4_1_cts         5101           60.04         -0.1109
5_1_grt         5109           60.08               0
6_report        5111           60.09               0
-- power groups by stage --
stage,registers (mW),logic (mW),clock network (mW)
after CTS,37.3,10.8,31.3
after global routing,37.8,11.7,32.5
final,37.3,10.7,30.7
-- what timing repair did --
item | CTS | global route
pin swaps | 6 | 3
resized | 42 | 6
gates cloned | 12 | 0
hold endpoints to repair | 261 | 1
endpoints found under the setup margin | 1023 | 204
hold buffers | 4 | 1
buffers inserted | 13 | 3
No activity file was given, so power comes from the tool's default toggle rates.
