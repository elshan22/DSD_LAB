==> /design/flow/design.v <==
`timescale 1ns / 1ps
module datamem(
    input clk,
    input [5:0] read_adr1, read_adr2,
	 input [5:0] write_adr,
    input [7:0] write_data,
    input write_en,
    input read,
    output [7:0] read_data1, read_data2
    );
	 reg [7:0] mem [63:0];
	 integer i;
	 initial begin
	 for(i=0; i< 64; i=i+1)
	 if(i<4)
	 mem[i] <= i+1;
	 else
	 mem[i] <= 8'd0;
	 end
	 always @(posedge clk) begin
	 if(write_en)
	 mem[write_adr] <= write_data;
	 end
	 assign read_data1 = (read == 1'b1)?mem[read_adr1]:8'd0;
	 assign read_data2 = (read == 1'b1)?mem[read_adr2]:8'd0;
endmodule
==> /design/flow/run.sh <==
#!/bin/bash
# OpenROAD 26Q1-2900-gdf79404cd8, Yosys 0.63+post, stock flow scripts
make -C /OpenROAD-flow-scripts/flow DESIGN_CONFIG=/design/flow/config.mk WORK_HOME=/design/flow/orfs finish
==> /design/flow/config.mk <==
export PLATFORM = sky130hd
export DESIGN_NAME = datamem
export DESIGN_NICKNAME = datamem
export VERILOG_FILES = /design/flow/design.v
export SDC_FILE = /design/flow/constraint.sdc
export NUM_CORES = 4
export LEC_CHECK = 1
export CORE_UTILIZATION = 50
==> /design/flow/constraint.sdc <==
current_design datamem

set clk_period 5.7
set clk_io_pct 0.2

create_clock -name clk0 -period $clk_period [get_ports {clk}]

set non_clock_inputs [all_inputs -no_clocks]
set_input_delay [expr $clk_period * $clk_io_pct] -clock clk0 $non_clock_inputs
set_output_delay [expr $clk_period * $clk_io_pct] -clock clk0 [all_outputs]
==> flow_summary_export.csv <==
group,metric,value,unit
sta,max-slew-margin-rel,43.4,%
worst_setup_path,cp_slowest_cell,"clkdlybuf4s50_1",
sta,post-route-min-period,5.13,ns
global_route,grt_pass1_vias,15099,
worst_setup_path,startpoint_type,"input pin",
pwr,power,8.53,mW
cts,clkSinkCount,512,
worst_setup_path,required,4.56,ns
floorplan,num_rows,80,
global_route,grt_usage,34.0,%
cts,htreeDepth,2,
cts,numCtsBuffers,54,
floorplan,fp_util,50.6,%
worst_setup_path,end_kind,"output port",
logic_synthesis,syn_inst,1275,
cells_and_area,drive_gt1_share,33.6,%
worst_setup_path,worstPathArrival,3.99,ns
cts,post_cts_buffers,0,
flow_run,drv_cap,0,
detailed_routing,vias_per_cell,6.72,
sta,drv_slew,0,
logic_synthesis,top_cell_area_share,63.6,%
worst_setup_path,path_buffers,4,
detailed_routing,ant_nets,0,
pwr,netSwitchingFraction,22.5,%
detailed_routing,drc_errors,0,
global_route,grt_max_degree,74,
logic_synthesis,syn_area,24200,µm²
placement,dp.final_hpwl,47400,µm
logic_synthesis,ff_type,"edfxtp_1",
floorplan,die_w,222,µm
logic_synthesis,ys_warn_count,1,
worst_setup_path,path_cells,"clkdlybuf4s50_1 > inv_2 > buf_4 > mux2i_1 > o21ai_1 > a311oi_1 > o41ai_1 > clkdlybuf4s50_1",
logic_synthesis,synth_chip_area,24200,µm²
flow_run,warnings,25,
pwr,power_density,308,nW/µm²
sta,setup_violations,0,
logic_synthesis,most_common_cell,"edfxtp_1",
pwr,internal_power,6.61,mW
pwr,p_sw,1.92,mW
detailed_routing,drtIter0Drc,1161,
cells_and_area,logic_area,8270,µm²
placement,place.gp.congestion,1.02,
cts,post_cts_resize_count,0,
logic_synthesis,largest_area_cell,"edfxtp_1",
detailed_routing,wl_per_cell,34.5,µm
worst_setup_path,critPathTopFamily,"buffers and inverters",
global_route,gr-total-overflow,0,
cts,cts_tree,"yes",
logic_synthesis,synth_cell_types,41,
logic_synthesis,common_cells,"edfxtp_1, mux4_2, nand2_1",
logic_synthesis,ys_ff,512,
logic_synthesis,yosys-top-cells-area,"edfxtp_1, mux4_2, mux2i_1",
cells_and_area,regArea,15400,µm²
floorplan,die_height,222,µm
cells_and_area,largest_registers,"mem x512",
worst_setup_path,cp_common_cell,"clkdlybuf4s50_1",
logic_synthesis,synth-edff-count,512,
cts,holdBufCountCts,0,
outcome,status,"completed",
floorplan,core-area,47700,µm²
logic_synthesis,synth-async-reset-ratio,0,%
cells_and_area,largest_register_ffs,512,
placement,numPortBuffers,44,
detailed_routing,insertedDiodeCount,0,
cells_and_area,fillers,3490,
sta,rsz0062_at_grt,"false",
worst_setup_path,crit_path_max_fanout,14,
floorplan,die-area,49200,µm²
worst_setup_path,slowest_delay,0.83,ns
cts,cts_buffer_depth,3,
sta,worst_slew_pin_slew,0.843,ns
sta,finalWorstSetupSlack,0.567,ns
detailed_routing,via_count,13822,
cts,clkTransAtPathRegs,0.06,ns
cts,clockRootBuffer,"clkbuf_16",
detailed_routing,routed_wl,71000,µm
cells_and_area,syn_to_final_growth,14.5,%
detailed_routing,drtPass1Iterations,7,
worst_hold_path,hold_class,"input pin to register",
pwr,peakVddDrop,0.000278,V
floorplan,io_pins,45,
logic_synthesis,ys_cells,1275,
pwr,power.leakage,8.90,nW
cells_and_area,fin_util,58.0,%
cells_and_area,regMostFlops,"mem",
logic_synthesis,avgSynthCellArea,19.0,µm²
global_route,grt_pass1_wl,104000,µm
pwr,pwr-share-comb,8.9,%
logic_synthesis,postSynthSeqShare,63.6,%
worst_setup_path,worstSetupPathType,"input pin to output port",
sta,final-hold-violation-count,0,
pwr,seqPwrFrac,49.0,%
placement,post-place-ws,0.605,ns
pwr,pwr-share-clk,42.1,%
sta,setup_tns,0,ns
global_route,antenna_found_initial,1,
sta,max_freq,0.195,GHz
sta,timing.hold.ws,1.19,ns
sta,period_used_share,90.1,%
-- placed cells by master, fill, tap and decap left out, types with 7 or more instances in the layout --
cell             instances
a21oi_1                 13
a22oi_1                 10
a32oi_1                 12
buf_12                  14
buf_2                    8
buf_4                  107
bufinv_16                7
clkbuf_1                10
clkbuf_16               57
clkdlybuf4s50_1         30
clkinv_1                12
clkinv_2                15
edfxtp_1               512
mux2i_1                 56
mux4_2                 262
nand2_1                 94
nand2b_1                 8
nand3_1                 24
nor2_1                  77
nor2b_1                  9
nor3_1                  14
o2111ai_1                7
o21ai_1                  8
o22ai_1                 13
-- stage by stage --
step | cells | area [µm²]
CTS | 2058 | 27700
global route | 2058 | 27700
detailed placement | 1957 | 25900
finish | 2058 | 27700
floorplan | 1275 | 24200
global placement | 1957 | 25900
-- power by group through the flow --
stage	combinational [mW]	sequential (mW)	clock [mW]
finish	0.761	4.18	3.59
CTS	0.757	4.18	3.64
global route	0.806	4.18	3.77
-- layout make-up --
| cell class | count | area share [%] |
|---|---|---|
| multi-input cells | 664 | 29.9 |
| clock buffers | 67 | 5.29 |
| clock inverters | 34 | 1.22 |
| well taps | 615 | 2.78 |
| inverters | 4 | 0.0542 |
| repair buffers | 162 | 5.28 |
| flip-flops and latches | 512 | 55.5 |
-- logic make-up after synthesis --
kind of cell | share of synthesized area (%)
compound gates | 2.84
buf+inv | 2.20
flops | 63.6
mux | 27.0
simple gates | 4.35
-- routing by layer --
layer,routed length [µm],vias to the layer above,track usage [%]
met1,24300,7042,50.1
met5,80,-,1.37
met4,1830,4,6.34
met3,12400,112,24.4
met2,32400,998,46.3
li1,-,5666,-
-- worst paths after layout --
path | from | to | slack [ns] | cells after the start
max | read_adr1[3] | read_data1[5] | 0.57 | 8
min | write_data[3] | mem[54][3] | 1.19 | 2
Power figures rest on the tool's default switching activity, not on a simulated workload.
